===== design/flow/run.sh =====
#!/bin/bash
# OpenROAD 26Q1-2900-gdf79404cd8, Yosys 0.63+post, stock flow scripts
make -C /OpenROAD-flow-scripts/flow DESIGN_CONFIG=/design/flow/config.mk WORK_HOME=/design/flow/orfs finish

===== design/flow/config.mk =====
export PLATFORM = sky130hd
export DESIGN_NAME = LEGLiteSingle
export DESIGN_NICKNAME = LEGLiteSingle
export VERILOG_FILES = /design/flow/design.v
export SDC_FILE = /design/flow/constraint.sdc
export NUM_CORES = 4
export LEC_CHECK = 1
export CORE_UTILIZATION = 30

===== design/flow/constraint.sdc =====
current_design LEGLiteSingle

set clk_period 23.9
set clk_io_pct 0.2

create_clock -name clk0 -period $clk_period [get_ports {clock}]

set non_clock_inputs [all_inputs -no_clocks]
set_input_delay [expr $clk_period * $clk_io_pct] -clock clk0 $non_clock_inputs
set_output_delay [expr $clk_period * $clk_io_pct] -clock clk0 [all_outputs]

===== design/flow/design.v =====
`timescale 1ns / 1ps
module PCLogic(
     output logic [15:0] pc,   
     input logic clock,  
     input logic [15:0] signext,	 
     input logic uncondbranch,
     input logic branch,	
     input logic alu_zero,	
     input logic reset	
     );
always_ff @(posedge clock)
	begin
	if (reset==1) pc <= 0;
	else if ((uncondbranch == 1) || (branch == 1 && alu_zero == 1)) 
	pc <= pc + (signext << 1);
	else pc <= pc+2;  
	end
endmodule
`timescale 1ns / 1ps
module LEGLiteSingle(
	iaddr,		 
	daddr,		 
	dwrite,		 
	dread,		 
	dwdata,		 
	alu_out,	 
	clock,
	idata,		 
	ddata,		 
	reset
	);
output [15:0] iaddr;
output [15:0] daddr;	
output dwrite;
output dread;
output [15:0] dwdata;
output [15:0] alu_out;
input clock;
input [15:0] idata;  
input [15:0] ddata;	
input reset;
wire reg2loc, uncondbranch, branch, memread, memtoreg, memwrite, alusrc, regwrite;
wire [2:0] aluSelect;
wire alu_zero;
wire [15:0] signExtend; 
assign signExtend = {{10{idata[11]}}, idata[11:6]};	
wire [15:0] aluresult;
wire [15:0] rdata1, rdata2, wdata;
wire [15:0] dmemMuxresult, aluMuxresult;
wire [2:0] regMuxresult;
PCLogic pc(iaddr, clock, signExtend, uncondbranch, branch, alu_zero, reset);
MUX3 regMux(regMuxresult,idata[11:9], idata[2:0], reg2loc);
Control cUnit(reg2loc, uncondbranch, branch,memread, memtoreg, aluSelect[2:0], memwrite, alusrc, regwrite, idata[15:12]);
RegFile reg1(rdata1[15:0], rdata2[15:0], clock, dmemMuxresult, idata[2:0], idata[5:3], regMuxresult, regwrite);
MUX2 aluMux(aluMuxresult, rdata2, signExtend, alusrc);
ALU alu1(aluresult, alu_zero, aluMuxresult, rdata1, aluSelect);
MUX2 dmem(dmemMuxresult, aluresult, ddata, memtoreg);
assign daddr = aluresult;     
assign alu_out = aluresult;  
assign dwrite = memwrite; 
assign dread = memread;
assign dwdata = rdata2;
assign wdata = dmemMuxresult;
endmodule
`timescale 1ns / 1ps
module Control(
     output logic reg2loc,
     output logic uncondbranch,
     output logic branch,
     output logic memread,
     output logic memtoreg,
     output logic [2:0] alu_select,
     output logic memwrite,
     output logic alusrc,
     output logic regwrite,
     input logic [3:0] opcode
     );
always_comb
	case(opcode)
	0:	 
		begin
		reg2loc = 0;
		uncondbranch = 0;
		branch = 0;   
		memread = 0;  
		memtoreg = 0;
		alu_select = 0;  
		memwrite = 0; 
		alusrc = 0; 
		regwrite = 1;
		end
	5:     
	    begin
	    reg2loc = 0;
        uncondbranch = 0;
        branch = 0;   
        memread = 1;  
        memtoreg = 1;
        alu_select = 0; 
        memwrite = 0; 
        alusrc = 1; 
        regwrite = 1;
        end
     6:     
        begin
        reg2loc = 1;
        uncondbranch = 0;
        branch = 0;   
        memread = 0;  
        memtoreg = 1;
        alu_select = 0; 
        memwrite = 1; 
        alusrc = 1; 
        regwrite = 0;
        end
    7:     
        begin
        reg2loc = 1;
        uncondbranch = 0;
        branch = 1;   
        memread = 0;  
        memtoreg = 0;
        alu_select = 2; 
        memwrite = 0; 
        alusrc = 0; 
        regwrite = 0;
        end
    8:     
        begin
        reg2loc = 0;
        uncondbranch = 0;
        branch = 0;   
        memread = 0;  
        memtoreg = 0;
        alu_select = 0; 
        memwrite = 0; 
        alusrc = 1; 
        regwrite = 1;
        end
    9:     
        begin
        reg2loc = 0;
        uncondbranch = 0;
        branch = 0;   
        memread = 0;  
        memtoreg = 0;
        alu_select = 4; 
        memwrite = 0; 
        alusrc = 1; 
        regwrite = 1;
        end          
	default:
		begin
		reg2loc = 0;
		uncondbranch = 0;
		branch = 0;   
		memread = 0;   
		memtoreg = 0;  
		alu_select = 0; 
		memwrite = 0; 
		alusrc = 0;    
		regwrite = 0;
		end
	endcase
endmodule
`timescale 1ns / 1ps
module DMemory_IO(
     output logic [15:0] rdata,   
     output logic [6:0] io_display,  
     input logic clock,   
     input logic [15:0] addr,    
     input logic [15:0] wdata,   
     input logic write,   
     input logic read,    
     input logic io_sw0,  
     input logic io_sw1   
     );
reg [15:0] memcell[0:127];  
always_comb
	begin
	if (read == 0) rdata = 0;
	else  
		begin
		if (addr >= 0 && addr < 256) 
               rdata = memcell[addr[7:1]]; 
		else if (addr == 16'hfff0) 		
               rdata = {14'd0,io_sw1,io_sw0};
		else rdata = 0;  
		end
	end
always_ff @(posedge clock)
	if (write == 1 && addr == 16'hfffa) 
         io_display <= wdata[6:0];
always_ff @(posedge clock)
     if (write == 1 && addr>= 0 && addr < 256) 
          memcell[addr[7:1]] <= wdata;
endmodule
module RegFile(
     output logic [15:0] rdata1,   
     output logic [15:0] rdata2,   
     input logic clock,		
     input logic [15:0] wdata,    
     input logic [2:0] waddr,    
     input logic [2:0] raddr1,   
     input logic [2:0] raddr2,   
     input logic write     
     );			
reg [15:0] regcell[0:7];		 
always_ff @(posedge clock) 
     if (write==1) regcell[waddr]<=wdata;
always_comb
     begin
     if (raddr1 == 7) 	rdata1 = 0;
     else rdata1 = regcell[raddr1];
     end
always_comb
     begin
     if (raddr2 == 7) 	rdata2 = 0;
     else rdata2 = regcell[raddr2];
     end
endmodule
module ALU(
     output logic [15:0] result,  
     output logic zero_result,  
     input logic [15:0] indata0,      
     input logic [15:0] indata1,      
     input logic [2:0] select        
     );		
always_comb
	case(select)
	0: result = indata0 + indata1;
	1: result = indata0 - indata1;
	2: result = indata1;
	3: result = indata0 | indata1;
	4: result = indata0 & indata1;
	default: result = 0;
	endcase
always_comb  
	if (result == 0) 	zero_result = 1;
	else 			  	zero_result = 0;
endmodule
module MUX2(
     output logic [15:0] result,    
     input logic [15:0] indata0,   
     input logic [15:0] indata1,   
     input logic select     
     );	
always_comb
	case(select)
	0: result = indata0;
	1: result = indata1;
	endcase
endmodule
module MUX3(
     output logic [2:0] result,    
     input logic [2:0] indata0,   
     input logic [2:0] indata1,   
     input logic select     
     );	
always_comb
	case(select)
	0: result = indata0;
	1: result = indata1;
	endcase
endmodule
module MUX4(
     output logic [15:0] result,  
     input logic [15:0] indata0,  
     input logic [15:0] indata1,  
     input logic [15:0] indata2,  
     input logic [15:0] indata3,  
     input logic [1:0] select     
     );	
always_comb
	case(select)
	0: result = indata0;
	1: result = indata1;
	2: result = indata2;
	3: result = indata3;
	endcase
endmodule

==> deck_impl_summary.md <==
Flow Results at a Glance

Timing
  • Setup repair after global routing missed its margin: false
  • Fin. Hold Viols: 0
  • Worst slew margin: 0.393
  • Total negative setup slack: 0 ps
  • Highest achievable clock rate: 64.0 MHz
  • Actual transition at the worst max-transition pin: 903 ps
  • Share of the clock period used by the worst path after layout: 0.654
  • Final Max Tran Viols: 0
  • Clock skew after layout: 19.3 ps
  • Total of endpoints with negative setup slack in the final report: 0
  • Final worst path period need: 15620 ps

Critical path
  • Critical path capture point type: output pin
  • Register-to-Register Setup Slack: 16020 ps
  • Largest stage delay on the critical path: 760 ps
  • Classification of the worst setup path: in2out
  • Required time of the critical path: 19120 ps
  • Crit path max fanout: 47
  • Ordered list of cells on the worst path: clkdlybuf4s50_1 > nand3b_2 > a21o_1 > buf_4 > nor2_1 > a21oi_1 > a21oi_1 > mux2_2 > ha_1 > a21oi_1 > a211oi_1 > o21ai_0 > nand3_1 > a221o_1 > a31o_2 > and2_4 > o311ai_4 > and2_1 > clkdlybuf4s50_1
  • Max stage delay cell, worst path: sky130_fd_sc_hd__clkdlybuf4s50_1
  • Cell occurring most often along the worst timing path: sky130_fd_sc_hd__a21oi_1
  • Worst Setup Start Kind: input pin
  • Data arrival, critical path: 10840 ps

Cells and area
  • Share of post-route cells with drive strength above 1: 0.112
  • Number of filler instances in the final layout: 2993
  • Register cell area after layout: 3990 um2
  • Syn-to-layout area delta: 20.0%
  • Non-filler cells, final: 1406
  • Combinational Area: 4930 um2

Clock network
  • Latest clock arrival within the worst-skew pair: 430 ps
  • Post-CTS setup buffers: 0
  • Clock sink count: 138
  • Clk buf depth: 2
  • H-tree levels: 4
  • Number of buffers added by the clock tree synthesis step: 17
  • Number of hold-repair buffers added at the cts stage: 0
  • TritonCTS clock tree: built
  • Buffer cell driving the clock tree root: sky130_fd_sc_hd__clkbuf_16
  • Post-CTS sizing: 0
  • Reg clk slew, reported paths: 60 ps

Yosys
  • Post-synth area from yosys stat: 9410 um2
  • Area share of the leading cell type in the synthesized netlist: 0.393
  • Post-synth tally of flip-flops with integrated enable: 123
  • Sequential share of the synthesized area: 0.425
  • Flop and latch count out of synthesis: 138
  • Area contributors post-synth: sky130_fd_sc_hd__edfxtp_1 39%, sky130_fd_sc_hd__mux2i_1 6.8%, sky130_fd_sc_hd__nand2_1 5.3%
  • Cells in synth_stat.txt: 921
  • Mapped Area: 9410 um2
  • Proportion of register bits with asynchronous set or reset after synthesis: 0
  • Cell count after synthesis: 921
  • Largest area contributor in the synthesized netlist: sky130_fd_sc_hd__edfxtp_1
  • Netlist cell types: 83
  • Average cell area after synthesis: 10.2 um2
  • Number of synthesis warnings: 6
  • Most used DFF post-synth: sky130_fd_sc_hd__edfxtp_1

Floorplan
  • Placeable core area: 30700 um2
  • Effective utilization at floorplan: 0.306
  • Die area: 32100 um2
  • Y dimension of the die: 179 um
  • Ports: 100
  • Number of standard-cell rows in the floorplan: 64
  • Die Wd: 179 um

Route
  • Inserted Diodes: 0
  • Number of DRC markers after the initial detailed-route iteration: 669
  • Final routed wirelength across all metal layers: 29300 um
  • Wirelength per Cell: 20.8 um
  • Final antenna-violating net count: 0
  • Residual DRC count: 0
  • Via count of the routed design: 7540
  • Vias per Instance: 5.36
  • Length of the first detailed-routing pass in iterations: 22

Placed design
  • Hpwl dp: 20900 um
  • Inst Count DP: 1374
  • Quantity of I/O buffers inserted on ports: 98
  • Placer Congestion: 0.965

Global routing
  • Vias in the first global route: 7446
  • GRT overflow: 0
  • Maximum number of pins on one net before global-route repair: 48
  • Number of antenna violations at the first check in global routing: 0
  • Global-route wire length before repair: 43800 um
  • Tot GR Track Use: 0.192

Power
  • Leakage power of the design: 4.31 nW
  • Power density over the cells: 75.1 nW/um2
  • Worst supply voltage drop on vdd: 37.7 uV

Run
  • Tool Warnings: 27
  • Max capacitance violation total: 0

Run status
  • Outcome: finished, final reports clean

Worst hold path
  • Hold Crit Class: reg2reg
-- metal layers --
layer | GRT usage | wire (um)
met5 | 0 | 0
met4 | 0.0590 | 894
met3 | 0.0871 | 3340
met2 | 0.297 | 13400
met1 | 0.245 | 11700
-- power breakdown --
part,leakage (nW),switching (mW),internal [mW],total [mW]
Clock,0.296,0.112,0.158,0.270
Sequential,1.23,0.00322,0.298,0.301
Combinational,2.78,0.148,0.128,0.276
-- cell usage after synthesis, types with 8 or more instances --
| cell | n |
|---|---|
| sky130_fd_sc_hd__xor2_1 | 14 |
| sky130_fd_sc_hd__nand2b_1 | 14 |
| sky130_fd_sc_hd__o21a_1 | 8 |
| sky130_fd_sc_hd__a21oi_1 | 42 |
| sky130_fd_sc_hd__a221o_1 | 11 |
| sky130_fd_sc_hd__mux2i_1 | 64 |
| sky130_fd_sc_hd__and3_1 | 16 |
| sky130_fd_sc_hd__ha_1 | 32 |
| sky130_fd_sc_hd__xnor2_1 | 19 |
| sky130_fd_sc_hd__and2_1 | 9 |
| sky130_fd_sc_hd__a22o_1 | 9 |
| sky130_fd_sc_hd__nand2_1 | 132 |
| sky130_fd_sc_hd__nor2b_1 | 13 |
| sky130_fd_sc_hd__buf_6 | 8 |
| sky130_fd_sc_hd__o22ai_1 | 12 |
| sky130_fd_sc_hd__nor3_1 | 14 |
| sky130_fd_sc_hd__nand3_1 | 23 |
| sky130_fd_sc_hd__mux4_2 | 9 |
| sky130_fd_sc_hd__a211oi_1 | 12 |
| sky130_fd_sc_hd__clkbuf_1 | 27 |
| sky130_fd_sc_hd__dfxtp_1 | 15 |
| sky130_fd_sc_hd__a31oi_1 | 18 |
| sky130_fd_sc_hd__buf_4 | 22 |
| sky130_fd_sc_hd__mux2_2 | 20 |
| sky130_fd_sc_hd__edfxtp_1 | 123 |
| sky130_fd_sc_hd__a21o_1 | 9 |
| sky130_fd_sc_hd__nor2_1 | 59 |
| sky130_fd_sc_hd__inv_1 | 25 |
| sky130_fd_sc_hd__o21ai_0 | 34 |
-- placed cells by master (no fill, tap or decap), types with 7 or more instances in the layout --
cell	netlist	routed
sky130_fd_sc_hd__nor2_1	59	59
sky130_fd_sc_hd__nand2b_1	14	14
sky130_fd_sc_hd__a22oi_1	7	7
sky130_fd_sc_hd__mux2i_1	64	64
sky130_fd_sc_hd__o22ai_1	12	12
sky130_fd_sc_hd__nor2b_1	13	13
sky130_fd_sc_hd__xnor2_1	19	19
sky130_fd_sc_hd__xor2_1	14	14
sky130_fd_sc_hd__nor3_1	14	12
sky130_fd_sc_hd__a31oi_1	18	18
sky130_fd_sc_hd__a21o_1	9	9
sky130_fd_sc_hd__ha_1	32	32
sky130_fd_sc_hd__o21ai_0	34	34
sky130_fd_sc_hd__and2_1	9	9
sky130_fd_sc_hd__a211oi_1	12	12
sky130_fd_sc_hd__mux2_2	20	20
sky130_fd_sc_hd__a22o_1	9	9
sky130_fd_sc_hd__dfxtp_1	15	15
sky130_fd_sc_hd__a221o_1	11	11
sky130_fd_sc_hd__mux4_2	9	9
sky130_fd_sc_hd__and3_1	16	16
sky130_fd_sc_hd__o21a_1	8	8
sky130_fd_sc_hd__edfxtp_1	123	123
sky130_fd_sc_hd__a21oi_1	42	41
sky130_fd_sc_hd__inv_1	25	25
sky130_fd_sc_hd__buf_4	22	26
sky130_fd_sc_hd__clkbuf_16	0	17
sky130_fd_sc_hd__nand2_1	132	132
sky130_fd_sc_hd__clkdlybuf4s50_1	0	96
sky130_fd_sc_hd__nand3_1	23	23
-- logic make-up after synthesis --
family          after synthesis  synth area share
simple gates                317             0.166
compound gates              207             0.154
flops                       138             0.425
mux                          99             0.125
buf+inv                      92            0.0528
fa+ha+maj                    34            0.0468
xor+xnor                     33            0.0307
other cells                   1          0.000399
-- sequential cells by signal (all words and copies together) (netlist names) --
| signal | cells |
|---|---|
| reg1.regcell | 123 |
| pc.pc | 15 |
-- critical path: cells and delay by family --
family,cells,cell delay (ps)
mux,1,220
buf+inv,3,1520
fa+ha+maj,1,270
simple gates,5,1570
compound gates,9,2400
-- cell type report --
cell class                      instances  share of cell area
Multi-Input combinational cell        691               0.437
Timing Repair Buffer                  124               0.103
Tap cell                              396              0.0439
Inverter                               25             0.00831
Clock buffer                           17              0.0377
Clock inverter                         15              0.0161
Sequential cell                       138               0.354
-- final timing paths --
kind	depth (start not counted)	start	end
worst min register to register	2	pc.pc[1]	pc.pc[1]
worst max register to register	30	reg1.regcell[1][0]	pc.pc[15]
worst max-delay path	19	idata[13]	alu_out[15]
worst min-delay path	2	pc.pc[1]	pc.pc[1]
-- stage by stage --
stage | hold WS, ps | setup slack [ps] | power, mW | instance area (um2) | utilization
finish | 611 | 8280 | 0.847 | 11300 | 0.367
global route | 666 | 7890 | 0.891 | 11300 | 0.367
CTS | 616 | 8350 | 0.853 | 11300 | 0.367
detailed placement | 603 | 8360 | 0.582 | 10700 | 0.347
global placement | 579 | 8390 | 0.582 | 10700 | 0.347
floorplan | 536 | 9960 | 0.466 | 9410 | -
Power is estimated from default activity; no workload was simulated.
