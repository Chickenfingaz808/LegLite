File: flow/run.sh
#!/bin/bash
# OpenROAD 26Q1-2900-gdf79404cd8, Yosys 0.63+post, stock flow scripts
make -C /OpenROAD-flow-scripts/flow DESIGN_CONFIG=/design/flow/config.mk WORK_HOME=/design/flow/orfs finish
File: flow/config.mk
export PLATFORM = sky130hd
export DESIGN_NAME = DMemory_IO
export DESIGN_NICKNAME = DMemory_IO
export VERILOG_FILES = /design/flow/design.v
export SDC_FILE = /design/flow/constraint.sdc
export NUM_CORES = 4
export LEC_CHECK = 1
export CORE_UTILIZATION = 30
File: flow/constraint.sdc
current_design DMemory_IO

set clk_period 32.9
set clk_io_pct 0.2

create_clock -name clk0 -period $clk_period [get_ports {clock}]

set non_clock_inputs [all_inputs -no_clocks]
set_input_delay [expr $clk_period * $clk_io_pct] -clock clk0 $non_clock_inputs
set_output_delay [expr $clk_period * $clk_io_pct] -clock clk0 [all_outputs]
File: flow/design.v
`timescale 1ns / 1ps
module DMemory_IO(
     output logic [15:0] rdata,   
     output logic [6:0] io_display,  
     input logic clock,   
     input logic [15:0] addr,    
     input logic [15:0] wdata,   
     input logic write,   
     input logic read,    
     input logic io_sw0,  
     input logic io_sw1   
     );
reg [15:0] memcell[0:127];  
always_comb
	begin
	if (read == 0) rdata = 0;
	else  
		begin
		if (addr >= 0 && addr < 256) 
               rdata = memcell[addr[7:1]]; 
		else if (addr == 16'hfff0) 		
               rdata = {14'd0,io_sw1,io_sw0};
		else rdata = 0;  
		end
	end
always_ff @(posedge clock)
	if (write == 1 && addr == 16'hfffa) 
         io_display <= wdata[6:0];
always_ff @(posedge clock)
     if (write == 1 && addr>= 0 && addr < 256) 
          memcell[addr[7:1]] <= wdata;
endmodule
module RegFile(
     output logic [15:0] rdata1,   
     output logic [15:0] rdata2,   
     input logic clock,		
     input logic [15:0] wdata,    
     input logic [2:0] waddr,    
     input logic [2:0] raddr1,   
     input logic [2:0] raddr2,   
     input logic write     
     );			
reg [15:0] regcell[0:7];		 
always_ff @(posedge clock) 
     if (write==1) regcell[waddr]<=wdata;
always_comb
     begin
     if (raddr1 == 7) 	rdata1 = 0;
     else rdata1 = regcell[raddr1];
     end
always_comb
     begin
     if (raddr2 == 7) 	rdata2 = 0;
     else rdata2 = regcell[raddr2];
     end
endmodule
module ALU(
     output logic [15:0] result,  
     output logic zero_result,  
     input logic [15:0] indata0,      
     input logic [15:0] indata1,      
     input logic [2:0] select        
     );		
always_comb
	case(select)
	0: result = indata0 + indata1;
	1: result = indata0 - indata1;
	2: result = indata1;
	3: result = indata0 | indata1;
	4: result = indata0 & indata1;
	default: result = 0;
	endcase
always_comb  
	if (result == 0) 	zero_result = 1;
	else 			  	zero_result = 0;
endmodule
module MUX2(
     output logic [15:0] result,    
     input logic [15:0] indata0,   
     input logic [15:0] indata1,   
     input logic select     
     );	
always_comb
	case(select)
	0: result = indata0;
	1: result = indata1;
	endcase
endmodule
module MUX3(
     output logic [2:0] result,    
     input logic [2:0] indata0,   
     input logic [2:0] indata1,   
     input logic select     
     );	
always_comb
	case(select)
	0: result = indata0;
	1: result = indata1;
	endcase
endmodule
module MUX4(
     output logic [15:0] result,  
     input logic [15:0] indata0,  
     input logic [15:0] indata1,  
     input logic [15:0] indata2,  
     input logic [15:0] indata3,  
     input logic [1:0] select     
     );	
always_comb
	case(select)
	0: result = indata0;
	1: result = indata1;
	2: result = indata2;
	3: result = indata3;
	endcase
endmodule
==> impl_metrics.py <==
# Metrics from the implementation run
metrics = {
    "final_layout": {
        "fin_cells": 8281,
        "syn2layout_area_growth_pct": 15.3,
        "fill_cells": 24200,
        "drive_above_1_share_pct": 19.2,
    },
    "worst_setup_path": {
        "cp.arrival_ns": 12.08,
        "endpoint_kind": "primary output",
        "crit_type": "in2out",
        "required_ns": 26.32,
        "critPathMaxFanout": 70,
        "crit_path_start_kind": "input pin",
    },
    "final_timing": {
        "tightest_slew_ns": 1.55,
        "tns_ns": 0,
        "setup_viol": 0,
        "hold_violations": 0,
        "rsz0062_at_grt": "no",
        "max_freq_ghz": 0.0536,
        "max_slew_margin_pct": -4.59,
        "post-route-min-period_ns": 18.66,
        "finalClockPeriodUsage_pct": 56.7,
        "fin_hold_ws_ns": 6.04,
        "final.setup.worst_slack_ns": 14.24,
        "drv_slew": 2,
    },
    "floorplanning": {
        "die_w_um": 516,
        "fp-utilization_pct": 30.2,
        "die_area_sq_um": 266000,
        "core_sq_um": 263000,
        "die_h_um": 516,
        "pin_count": 60,
        "fp-row-count": 188,
    },
    "clock_network": {
        "post_cts_buffers": 0,
        "holdBufCountCts": 0,
        "cts_resized": 0,
        "clock_sinks": 2055,
        "path_clk_slew_ns": 0.06,
        "cts-root-buf": "clkbuf_16",
        "htreeDepth": 4,
        "tritoncts": "built",
        "cts_buffer_depth": 3,
        "cts_inserted_buffers": 204,
    },
    "logic_synthesis": {
        "ys_top_cells_by_count": "edfxtp_1, a221oi_1, nor2_1",
        "flop_cell": "edfxtp_1",
        "synth_cells": 4347,
        "ys_area_sq_um": 79200,
        "synth.most_common_cell": "edfxtp_1",
        "ys_warn_count": 1,
        "topCellsByArea": "edfxtp_1, a221oi_1, mux4_2",
        "synthDistinctLibCells": 73,
        "avgSynthCellArea_sq_um": 18.2,
        "synth_area_sq_um": 79200,
        "synth.top_cell.area_share_pct": 77.9,
        "ys_cells": 4347,
        "ys_ff": 2055,
        "edf_count": 2055,
        "async_flop_share_pct": 0,
        "top_area_cell": "edfxtp_1",
        "ys_seq_share_pct": 77.9,
    },
    "placed_design": {
        "port-buffer-count": 59,
        "post-place-ws_ns": 14.29,
        "dpl.hpwl_um": 148000,
        "dp.cells": 7900,
        "place_congestion": 0.959,
    },
    "global_routing": {
        "grt_pass1_wl_um": 356000,
        "antenna_found_initial": 7,
        "grt_overflow": 0,
        "grt_pass1_vias": 47700,
        "grt_max_degree": 92,
        "grt_use_total_pct": 20.3,
    },
    "power_and_ir_drop": {
        "leakagePower_nw": 28.3,
        "power_density_nw_per_um2": 59.0,
        "total_power_mw": 5.40,
        "vdd_drop_max_uv": 47.4,
    },
    "detailed_routing": {
        "firstDrtPassIters": 7,
        "drc": 0,
        "vias_per_cell": 5.46,
        "drt_wl_total_um": 253000,
        "wl_per_cell_um": 30.5,
        "ant_nets": 0,
        "drtIter0Drc": 3280,
        "vias": 45200,
    },
    "hold_path": {
        "hold_end": "memcell[45][3]",
        "min_path_cells": 1,
        "hp-class": "in2reg",
        "min_from": "wdata[3]",
    },
    "status": {
        "violations": "capacitance limit, slew limit",
        "status": "finished, violations left",
    },
    "job": {
        "warnings": 26,
        "maxCapViolCount": 1,
    },
}
sequential cells by signal, summed over array words and instances, names as in the netlist:
signal / count
memcell: 2048
io_display: 7
cells in the final DEF, fill, tap and decap left out, drive strengths merged, types with 15 or more instances in the layout:
cell type	count
clkdlybuf4s50	37
a22oi	87
o22ai	42
a31oi	23
nand3	21
mux4	139
o221ai	27
mux2	125
a221oi	374
a22o	20
a2111oi	15
nor2	307
nand2	173
edfxtp	2055
clkinv	99
nor3	17
mux2i	147
buf	318
a221o	37
o22a	15
clkbuf	260
a21oi	109
o21ai	130
where the power goes:
group,switching [mW],total (mW),internal [mW]
Clock,0.981,2.21,1.23
Sequential,0.0000160,2.88,2.88
Combinational,0.225,0.306,0.0811
Total,1.21,5.40,4.19
layout make-up:
cell class | count | area [sq um] | share of cell area (%)
clock inverter | 116 | 985 | 1.08
antenna | 5 | 12.5 | 0.0137
sequential | 2055 | 61700 | 67.5
timing repair buffer | 357 | 2870 | 3.14
inverter | 5 | 31.3 | 0.0342
clock buffer | 260 | 5340 | 5.84
multi-input combinational | 1968 | 16000 | 17.5
tap | 3515 | 4400 | 4.81
cell families (layout without fill, tap and decap cells):
logic type | Yosys count | count (layout) | synth area share, %
other | 0 | 5 | 0
DFF | 2055 | 2055 | 77.9
AOI/OAI and AO/OA | 979 | 979 | 9.41
buffers and inverters | 324 | 738 | 2.09
and+or+nand+nor | 578 | 578 | 3.03
muxes | 411 | 411 | 7.59
through the flow:
stage	util, %	instance area [sq um]
after global routing	34.8	91400
after detailed placement	32.4	85000
after global placement	32.4	85000
final	34.8	91400
after floorplan	-	79200
after CTS	34.8	91400
per-layer routing:
layer	part of all wire [%]	wire, um	GRT usage [%]	up-vias
met5	0.42	1060	2.74	-
met4	6.3	15900	9.95	29
met3	18	45100	16.3	633
met2	45	113000	29.2	3357
met1	31	78000	21.0	22600
li1	-	-	-	18600
critical path, stage by stage:
cell	delay (ns)
buf_8	0.36
buf_4	0.51
buf_12	0.47
and3b_2	0.88
buf_4	0.57
a2111oi_1	0.19
clkdlybuf4s15_2	0.28
o32ai_1	0.73
a211oi_1	0.09
a41oi_1	0.62
buf_4	0.22
clkdlybuf4s50_1	0.45
worst max path at each step:
stage | end | start | slack, ns
4_1_cts | rdata[14] | addr[1] | 14.27
5_1_grt | rdata[14] | addr[1] | 14.23
6_report | rdata[14] | addr[1] | 14.24
Power figures rest on the tool's default switching activity, not on a simulated workload.
